**constraint.sdc**
```tcl
current_design circle

set clk_period 6.8
set clk_io_pct 0.2

create_clock -name clk0 -period $clk_period [get_ports {clk}]

set non_clock_inputs [all_inputs -no_clocks]
set_input_delay [expr $clk_period * $clk_io_pct] -clock clk0 $non_clock_inputs
set_output_delay [expr $clk_period * $clk_io_pct] -clock clk0 [all_outputs]
```
**config.mk**
```make
export PLATFORM = sky130hd
export DESIGN_NAME = circle
export DESIGN_NICKNAME = circle
export VERILOG_FILES = /design/flow/design.v
export SDC_FILE = /design/flow/constraint.sdc
export NUM_CORES = 4
export LEC_CHECK = 1
export CORE_UTILIZATION = 40
```
**run.sh**
```bash
#!/bin/bash
# OpenROAD 26Q1-2900-gdf79404cd8, Yosys 0.63+post, stock flow scripts
make -C /OpenROAD-flow-scripts/flow DESIGN_CONFIG=/design/flow/config.mk WORK_HOME=/design/flow/orfs finish
```
**design.v**
```verilog
module circle(
     input  logic       clk, 
     input  logic       rst_n, 
     input  logic [2:0] colour,
     input  logic [7:0] centre_x, 
     input  logic [6:0] centre_y, 
     input  logic [7:0] radius,
     input  logic       start, 
     output logic      done,
     output logic [7:0] vga_x, 
     output logic [6:0] vga_y,
     output logic [2:0] vga_colour, 
     output logic       vga_plot
     );
     logic signed [7:0] offset_y;
     logic signed [8:0] offset_x;
     logic signed [8:0] crit;
     logic signed [8:0] signed_radius;
     logic signed [7:0] signed_vga_y;
     logic signed [8:0] signed_vga_x;
     enum { READY, PREP, OCT_1, OCT_2, OCT_3, OCT_4, OCT_5, OCT_6, OCT_7, OCT_8, CALC, DONE, ERROR } state;
     assign vga_colour    = colour;
     assign signed_radius = radius;
     always_ff @(posedge clk) begin
          if(~rst_n) begin
               state    <= READY;
               done     <= 1'b0;
               vga_x     = 8'd0;
               vga_y     = 7'd0;
               vga_plot <= 1'b0;
          end
          else begin
               case (state)
                    READY: begin
                         if(start)
                              state = PREP;
                         else
                              state = READY;
                    end
                    PREP: begin
                         if(offset_y <= offset_x)
                              state = OCT_1;
                         else
                              state = DONE;
                    end
                    OCT_1: state = OCT_2;
                    OCT_2: state = OCT_3;
                    OCT_3: state = OCT_4;
                    OCT_4: state = OCT_5;
                    OCT_5: state = OCT_6;
                    OCT_6: state = OCT_7;
                    OCT_7: state = OCT_8;
                    OCT_8: state = CALC;
                    CALC: begin
                         if(offset_y <= offset_x)
                              state = OCT_1;
                         else
                              state = DONE;
                    end
                    DONE: begin     
                         if(~start)
                              state = READY;
                         else
                              state = DONE;
                    end
                    default: state = ERROR;
               endcase
               case (state)
                    READY: begin
                         done     <= 1'b0;
                         vga_x    <= 7'd0;
                         vga_y    <= 7'd0;
                         vga_plot <= 1'b0;
                    end 
                    PREP: begin
                         offset_y <= 6'd0;
                         offset_x <= radius;
                         crit     <= 1 - radius;
                         vga_plot  = 1'b0;
                    end
                    OCT_1: begin
                         signed_vga_x = centre_x + offset_x;
                         signed_vga_y = centre_y + offset_y;
                         if((signed_vga_x < 0) || (signed_vga_y < 0)) begin
                              vga_plot = 1'b0;
                              vga_x    = 8'd0;
                              vga_y    = 7'd0;
                         end
                         else begin
                              vga_plot = 1'b1;
                              vga_x    = signed_vga_x [7:0];
                              vga_y    = signed_vga_y [6:0];
                         end
                    end
                    OCT_2: begin
                         signed_vga_x = centre_x + offset_y;
                         signed_vga_y = centre_y + offset_x;
                         if((signed_vga_x < 0) || (signed_vga_y < 0)) begin
                              vga_plot = 1'b0;
                              vga_x    = 8'd0;
                              vga_y    = 7'd0;
                         end
                         else begin
                              vga_plot = 1'b1;
                              vga_x    = signed_vga_x [7:0];
                              vga_y    = signed_vga_y [6:0];
                         end
                    end
                    OCT_3: begin
                         signed_vga_x = centre_x - offset_x;
                         signed_vga_y = centre_y + offset_y;
                         if((signed_vga_x < 0) || (signed_vga_y < 0)) begin
                              vga_plot = 1'b0;
                              vga_x    = 8'd0;
                              vga_y    = 7'd0;
                         end
                         else begin
                              vga_plot = 1'b1;
                              vga_x    = signed_vga_x [7:0];
                              vga_y    = signed_vga_y [6:0];
                         end
                    end
                    OCT_4: begin
                         signed_vga_x = centre_x - offset_y;
                         signed_vga_y = centre_y + offset_x;
                         if((signed_vga_x < 0) || (signed_vga_y < 0)) begin
                              vga_plot = 1'b0;
                              vga_x    = 8'd0;
                              vga_y    = 7'd0;
                         end
                         else begin
                              vga_plot = 1'b1;
                              vga_x    = signed_vga_x [7:0];
                              vga_y    = signed_vga_y [6:0];
                         end
                    end
                    OCT_5: begin
                         signed_vga_x = centre_x - offset_x;
                         signed_vga_y = centre_y - offset_y;
                         if((signed_vga_x < 0) || (signed_vga_y < 0)) begin
                              vga_plot = 1'b0;
                              vga_x    = 8'd0;
                              vga_y    = 7'd0;
                         end
                         else begin
                              vga_plot = 1'b1;
                              vga_x    = signed_vga_x [7:0];
                              vga_y    = signed_vga_y [6:0];
                         end
                    end
                    OCT_6: begin
                         signed_vga_x = centre_x - offset_y;
                         signed_vga_y = centre_y - offset_x;
                         if((signed_vga_x < 0) || (signed_vga_y < 0)) begin
                              vga_plot = 1'b0;
                              vga_x    = 8'd0;
                              vga_y    = 7'd0;
                         end
                         else begin
                              vga_plot = 1'b1;
                              vga_x    = signed_vga_x [7:0];
                              vga_y    = signed_vga_y [6:0];
                         end
                    end
                    OCT_7: begin 
                         signed_vga_x = centre_x + offset_x;
                         signed_vga_y = centre_y - offset_y;
                         if((signed_vga_x < 0) || (signed_vga_y < 0)) begin
                              vga_plot = 1'b0;
                              vga_x    = 8'd0;
                              vga_y    = 7'd0;
                         end
                         else begin
                              vga_plot = 1'b1;
                              vga_x    = signed_vga_x [7:0];
                              vga_y    = signed_vga_y [6:0];
                         end
                    end
                    OCT_8: begin
                         signed_vga_x = centre_x + offset_y;
                         signed_vga_y = centre_y - offset_x;
                         if((signed_vga_x < 0) || (signed_vga_y < 0)) begin
                              vga_plot = 1'b0;
                              vga_x    = 8'd0;
                              vga_y    = 7'd0;
                         end
                         else begin
                              vga_plot = 1'b1;
                              vga_x    = signed_vga_x [7:0];
                              vga_y    = signed_vga_y [6:0];
                         end
                    end
                    CALC: begin
                         offset_y = offset_y + 1;
                         if(crit <= 0)
                              crit = crit + 2 * offset_y + 1;
                         else begin
                              offset_x = offset_x - 1;
                              crit = crit + 2 * (offset_y - offset_x) + 1;
                         end
                    end
                    DONE: begin
                         vga_plot <= 1'b0;
                         done     <= 1'b1;
                    end
                    default: begin
                         vga_x    <= 8'dx;
                         vga_y    <= 7'dx;
                         vga_plot <= 1'bx;
                         done     <= 1'bx;
                    end
               endcase
          end
     end
endmodule
```
==> report_table.html <==
<h2>Synthesis and place &amp; route</h2>
<table>
<tr><th>Metric</th><th>Value</th></tr>
<tr><th colspan="2">Logic synthesis</th></tr>
<tr><td>Flops out of synthesis</td><td>55</td></tr>
<tr><td>Synthesis Warnings</td><td>1</td></tr>
<tr><td>Synthesized instance count</td><td>792</td></tr>
<tr><td>Sequential element share of the synthesized area</td><td>0.209</td></tr>
<tr><td>Async SR Flop Fraction</td><td>0</td></tr>
<tr><td>Netlist area before placement</td><td>about 0.0065 mm^2</td></tr>
<tr><td>Area figure in the yosys stat output</td><td>approximately 0.0065 mm^2</td></tr>
<tr><td>Netlist cell types</td><td>slightly above 70</td></tr>
<tr><td>Avg Inst Size Synth</td><td>approximately 8.2 um^2</td></tr>
<tr><td>Number of enable flip-flop cells</td><td>26</td></tr>
<tr><td>Yosys cell count</td><td>a little under 800</td></tr>
<tr><td>Predominant post-synthesis flop cell</td><td>sky130_fd_sc_hd__dfxtp_1</td></tr>
<tr><th colspan="2">Routing</th></tr>
<tr><td>Tally of nets with antenna violations remaining after routing</td><td>0</td></tr>
<tr><td>Detailed-router iteration count before antenna repair</td><td>7</td></tr>
<tr><td>Via count of the routed design</td><td>between 5000 and 6000</td></tr>
<tr><td>Average routed wire per standard cell</td><td>between 15 and 20 um</td></tr>
<tr><td>Average via count per standard cell</td><td>roughly 5.6</td></tr>
<tr><td>Number of DRC markers in iteration 0</td><td>roughly 440</td></tr>
<tr><td>Remaining design rule violation count</td><td>0</td></tr>
<tr><td>Inserted Diodes</td><td>0</td></tr>
<tr><td>Wire length after detailed routing</td><td>18800 um</td></tr>
<tr><th colspan="2">Power</th></tr>
<tr><td>Worst IR drop on VDD</td><td>about 0.000095 V</td></tr>
<tr><td>Leakage power</td><td>about 3.0 nW</td></tr>
<tr><td>Post-route total power</td><td>about 1.0 mW</td></tr>
<tr><td>Power density relative to cell area</td><td>143 mW/mm^2</td></tr>
<tr><th colspan="2">Timing</th></tr>
<tr><td>Slew @ Worst Pin</td><td>around 890 ps</td></tr>
<tr><td>Number of pins with negative max-slew slack in the final report</td><td>0</td></tr>
<tr><td>Setup slack of the critical path after layout</td><td>approximately 2300 ps</td></tr>
<tr><td>Final number of hold-violating endpoints</td><td>0</td></tr>
<tr><td>Max transition margin</td><td>0.405</td></tr>
<tr><td>Minimum clock period</td><td>between 4000 and 5000 ps</td></tr>
<tr><td>Max Fclk</td><td>~220 MHz</td></tr>
<tr><td>Final Cycle Share</td><td>0.665</td></tr>
<tr><td>Final setup skew</td><td>approximately 9.5 ps</td></tr>
<tr><td>Total setup violations reported at the end of the flow</td><td>0</td></tr>
<tr><td>Setup repair after global routing missed its margin</td><td>no</td></tr>
<tr><td>Setup TNS</td><td>0 ps</td></tr>
<tr><th colspan="2">Final layout</th></tr>
<tr><td>Layout overhead on the synthesized area</td><td>12.0%</td></tr>
<tr><td>Area taken by multi-input logic gates</td><td>roughly 0.0048 mm^2</td></tr>
<tr><td># fillers</td><td>1579</td></tr>
<tr><td>Count of non-filler cells in the finished layout</td><td>between 1000 and 1500</td></tr>
<tr><td>Area occupied by registers</td><td>~0.0014 mm^2</td></tr>
<tr><td>Post-Route Utilization</td><td>0.459</td></tr>
<tr><td>Fraction of layout instances using a drive strength above 1</td><td>0.0387</td></tr>
<tr><th colspan="2">Global route</th></tr>
<tr><td>First-pass GRT wire length</td><td>30100 um</td></tr>
<tr><td>Overall routing resource usage</td><td>0.242</td></tr>
<tr><td>Pin count of the biggest net entering global routing</td><td>43</td></tr>
<tr><td>Leftover overflow at the end of global routing</td><td>0</td></tr>
<tr><td>Vias in the first global route</td><td>about 5600</td></tr>
<tr><td>Number of antenna violations at the first check in global routing</td><td>0</td></tr>
<tr><th colspan="2">Die</th></tr>
<tr><td>Core Rows</td><td>between 40 and 50</td></tr>
<tr><td>FP Util</td><td>0.409</td></tr>
<tr><td>Chip width</td><td>130 um</td></tr>
<tr><td>Number of placed I/O pins</td><td>about 49</td></tr>
<tr><td>Total core area</td><td>about 0.016 mm^2</td></tr>
<tr><td>Die height</td><td>130 um</td></tr>
<tr><td>Die area</td><td>roughly 0.017 mm^2</td></tr>
<tr><th colspan="2">Place</th></tr>
<tr><td>Number of port buffers</td><td>~42</td></tr>
<tr><td>Placed Cells</td><td>1034</td></tr>
<tr><td>Gpl congestion</td><td>about 0.98</td></tr>
<tr><td>Post-DP HPWL</td><td>around 15000 um</td></tr>
<tr><td>Worst slack, placed</td><td>between 1500 and 2000 ps</td></tr>
<tr><th colspan="2">Worst setup path</th></tr>
<tr><td>Worst path top cell family by delay</td><td>AND-OR/OR-AND gates</td></tr>
<tr><td>Worst-path cell with the longest stage delay</td><td>sky130_fd_sc_hd__nor4_2</td></tr>
<tr><td>Data arrival at the endpoint of the critical path</td><td>4780 ps</td></tr>
<tr><td>CP cell instances</td><td>clkdlybuf4s50_1, fa_1, nor2b_1, o21a_1, o41a_1, o21ai_1, a32oi_1, nor4_2, a22oi_1, a31oi_1, a31o_2</td></tr>
<tr><td>Critical Path End Type</td><td>register</td></tr>
<tr><td>Maximum net fanout on the critical path</td><td>8</td></tr>
<tr><td>Setup Crit Path Kind</td><td>in -&gt; reg</td></tr>
<tr><td>CP bufs+invs</td><td>1</td></tr>
<tr><td>Data required time of the worst path</td><td>7050 ps</td></tr>
<tr><td>Biggest cell delay along the critical path</td><td>a little under 700 ps</td></tr>
<tr><td>CP startpoint kind</td><td>primary input</td></tr>
<tr><th colspan="2">CTS</th></tr>
<tr><td>Number of setup buffers added after CTS</td><td>0</td></tr>
<tr><td>Maximum count of clock buffers along a single path</td><td>2</td></tr>
<tr><td>CTS tree</td><td>yes</td></tr>
<tr><td>Clock slew at reported path FFs</td><td>approximately 70 ps</td></tr>
<tr><td>Clk sink count</td><td>55</td></tr>
<tr><td>Skew-Pair Late Insertion Delay</td><td>just over 300 ps</td></tr>
<tr><td>Buffer type at the clock tree root</td><td>sky130_fd_sc_hd__clkbuf_16</td></tr>
<tr><td>Hold bufs inserted after CTS</td><td>0</td></tr>
<tr><td>Depth of the CTS H-tree</td><td>2</td></tr>
<tr><td>CTS Buf Count</td><td>5</td></tr>
<tr><td>CTS-repair resized insts</td><td>0</td></tr>
<tr><th colspan="2">Job</th></tr>
<tr><td>Max-cap viol count</td><td>0</td></tr>
<tr><td>Count of warning messages emitted by the tools</td><td>roughly 56</td></tr>
<tr><th colspan="2">Run status</th></tr>
<tr><td>Run status</td><td>completed</td></tr>
<tr><th colspan="2">Hold path</th></tr>
<tr><td>Class of the tightest hold or removal check</td><td>reg -&gt; reg</td></tr>
</table>
-- state kept, by name (all words and copies together), names as in the netlist --
signal,count
done,1
state,12
vga_y,7
crit,9
offset_y,8
vga_plot,1
offset_x,9
vga_x,8
-- synth_stat cells, drive strengths merged, types with 2 or more instances --
library cell / number / share of area
ha: 93 / 0.18
nor2: 78 / 0.045
a21oi: 70 / 0.054
inv: 62 / 0.036
xnor2: 52 / 0.070
o21ai: 49 / 0.038
nand2: 40 / 0.023
nor3: 30 / 0.026
dfxtp: 29 / 0.089
edfxtp: 26 / 0.12
xor2: 21 / 0.028
nor2b: 19 / 0.018
clkbuf: 15 / 0.0087
nand3: 15 / 0.013
a21o: 13 / 0.015
a211oi: 12 / 0.015
a31oi: 12 / 0.012
fa: 11 / 0.034
and2: 9 / 0.0087
nor4: 9 / 0.0096
o21a: 9 / 0.010
o21bai: 9 / 0.010
a22oi: 8 / 0.0092
nand4: 8 / 0.0077
o31a: 8 / 0.011
or3: 7 / 0.0075
a22o: 6 / 0.0081
o211ai: 6 / 0.0069
and3: 5 / 0.0048
buf: 5 / 0.0050
nand2b: 5 / 0.0048
a21boi: 4 / 0.0046
mux2i: 4 / 0.0062
o22ai: 4 / 0.0048
a221o: 3 / 0.0046
nand3b: 3 / 0.0035
o221ai: 3 / 0.0040
or2: 3 / 0.0029
or4: 3 / 0.0035
a222oi: 2 / 0.0031
a311oi: 2 / 0.0027
a32oi: 2 / 0.0027
nor3b: 2 / 0.0031
o2111ai: 2 / 0.0027
-- per-layer routing --
metal,track usage,wire length [um],vias to the layer above,part of all wire
met5,0,0,-,0
met4,0.0390,394,0,0.021
met3,0.0378,1060,28,0.056
met2,0.392,8660,165,0.46
met1,0.354,8680,2722,0.46
li1,-,-,2940,-
-- path summary, 6_finish.rpt --
check | start | endpoint | slack (ps) | cells past startpoint
setup / recovery | centre_x[1] | vga_y[2] | 2270 | 11
hold / removal | state[12] | state[1] | 480 | 1
setup reg to reg | offset_x[1] | crit[8] | 2460 | 16
hold reg to reg | state[12] | state[1] | 480 | 1
-- cell usage in the layout (no fill, tap or decap), drive strengths merged, types with 6 or more instances in the layout --
master and n:
nor2b 19, edfxtp 26, o21ai 49, a21oi 70, ha 93, o21bai 9
xnor2 52, clkbuf 7, a21o 13, o211ai 6, nor2 78, a22o 6
fa 11, xor2 21, o31a 8, a22oi 8, and2 9, nand2 40
nand3 15, o21a 9, or3 7, a211oi 12, inv 62, nor3 30
a31oi 12, dfxtp 29, nand4 8, nor4 9, clkdlybuf4s50 42
-- per-stage QoR --
stage / instance area [um^2] / hold WS [ps]
2_1_floorplan: 6500 / 445
3_3_place_gp: 7140 / 463
3_5_place_dp: 7140 / 459
4_1_cts: 7280 / 481
5_1_grt: 7280 / 504
6_report: 7280 / 479
-- logic make-up (layout without fill, tap and decap cells) --
family                     count (synthesis)  count (layout)  share of synthesized area
xor gates and xnor gates                  73              73                     0.0983
AOI/OAI and AO/OA                        235             235                      0.238
DFF                                       55              55                      0.209
buffers and inverters                     83             117                     0.0500
muxes                                      4               4                    0.00616
and+or+nand+nor                          238             238                      0.186
adders and majority gates                104             104                      0.213
-- cell type report --
cell class	instances	share of cell area
Clock buffer	7	0.0196
Clock inverter	1	0.000687
Inverter	63	0.0325
Tap cell	216	0.0371
Sequential cell	55	0.187
Timing Repair Buffer	46	0.0618
Multi-Input combinational cell	654	0.661
-- report_power, final --
group / total (mW) / switching, mW / internal (mW) / leakage [nW]
sequential: 0.376 / 0.0151 / 0.361 / 0.471
clock: 0.275 / 0.128 / 0.147 / 0.0739
combinational: 0.391 / 0.225 / 0.165 / 2.43
Power and IR drop assume default switching activity.
