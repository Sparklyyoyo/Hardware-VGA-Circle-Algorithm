<file path="flow/design.v">
module fillscreen(
     input  logic       clk, 
     input  logic       rst_n, 
     input  logic [2:0] colour,
     input  logic       start, 
     output logic       done,
     output logic [7:0] vga_x, 
     output logic [6:0] vga_y,
     output logic [2:0] vga_colour, 
     output logic       vga_plot
     );
     enum { READY, DRAW } state;
     logic donex;
     logic first_iteration;
     assign vga_colour = colour;
     always_ff @(posedge clk) begin
          if(~rst_n) begin
               state <= READY;
               vga_x           <= 8'd0;
               vga_y           <= 7'd0;
               vga_plot        <= 1'b0;
               done            <= 1'b0;
               donex           <= 1'b0;
               first_iteration <= 1'b1;
          end
          else begin
               case (state)
                    READY: begin
                         if(start)
                              state = DRAW;
                         else
                              state = READY;
                    end
                    DRAW: begin
                         if(~start)
                              state = READY;
                         else
                              state = DRAW;
                    end
                    default: state = READY;
               endcase
               case (state)
                    READY: begin
                         vga_x    <= 8'd0;
                         vga_y    <= 7'd0;
                         vga_plot <= 1'b0;
                         done     <= 1'b0;
                         donex    <= 1'b0;
                    end
                    DRAW: begin
                         vga_plot <= 1'b1;
                         if(~donex) begin
                              if(first_iteration) begin
                                   vga_y           <= vga_y;
                                   first_iteration <= 1'b0;
                              end
                              else
                                   vga_y <= vga_y + 1;
                              if(vga_y === 7'd118)
                                   donex <= 1'd1;
                         end
                         else if(vga_x < 8'd159) begin
                              vga_x <= vga_x + 1'd1;
                              vga_y <= 7'd0;
                              donex <= 1'b0;
                         end
                         else begin
                              vga_plot <= 1'b0;
                              done <= 1'b1;
                         end
                    end
                    default: begin
                         vga_x <= 8'dx;
                         vga_y <= 7'dx;
                         vga_plot <= 1'bx;
                         done <= 1'bx;
                    end
               endcase
          end
     end
endmodule
</file>
<file path="flow/config.mk">
export PLATFORM = sky130hd
export DESIGN_NAME = fillscreen
export DESIGN_NICKNAME = fillscreen
export VERILOG_FILES = /design/flow/design.v
export SDC_FILE = /design/flow/constraint.sdc
export NUM_CORES = 4
export LEC_CHECK = 1
export CORE_AREA = 10 10 101 101
export DIE_AREA = 0 0 111 111
</file>
<file path="flow/constraint.sdc">
current_design fillscreen

set clk_period 2.6
set clk_io_pct 0.2

create_clock -name clk0 -period $clk_period [get_ports {clk}]

set non_clock_inputs [all_inputs -no_clocks]
set_input_delay [expr $clk_period * $clk_io_pct] -clock clk0 $non_clock_inputs
set_output_delay [expr $clk_period * $clk_io_pct] -clock clk0 [all_outputs]
</file>
<file path="flow/run.sh">
#!/bin/bash
# OpenROAD 26Q1-2900-gdf79404cd8, Yosys 0.63+post, stock flow scripts
make -C /OpenROAD-flow-scripts/flow DESIGN_CONFIG=/design/flow/config.mk WORK_HOME=/design/flow/orfs finish
</file>
==> flow_metrics.tcl <==
# metrics dict for downstream scripts
set metrics [dict create \
    status "finished clean" \
    wl_met3_um 94 \
    antenna_found_initial 0 \
    drv_slew 0 \
    numClockSinks 21 \
    worstPathArrival_ns 2.01 \
    tns_ns 0 \
    fill_cells 909 \
    leakagePower_uw 0.000445 \
    dp.cells 237 \
    ys_cells 118 \
    area_growth_pct 32.3 \
    cts_root_buf "clkbuf_8" \
    hp-class "reg -> reg" \
    clock_skew_ns 0.00362 \
    synth_cell_types 33 \
    drt_iter0_drc 49 \
    yosys_area_um2 1010 \
    wl_per_cell_um 10.3 \
    drive_gt1_frac 0.0588 \
    grt_max_degree 15 \
    netlist_instances 118 \
    ys_warn_count 1 \
    finalHoldViolCount 0 \
    wl_met1_um 1200 \
    r2r_cells 5 \
    dieArea_um2 12300 \
    ant_nets 0 \
    clkTransAtPathRegs_ns 0.08 \
    fin_cells 241 \
    clockBufferDepth 2 \
    clk_latency_ns 0.26 \
    layout_top_cell "dfxtp_1" \
    first_global_vias 809 \
    path_class "reg -> reg" \
    io_buffers 19 \
    cts_hold_buf 0 \
    wirelength_um 2490 \
    cp_data_required_time_ns 2.78 \
    cts_resized 0 \
    slowest_delay_ns 0.51 \
    fp-row-count 33 \
    max_freq_mhz 546 \
    dpl_cell_area_um2 1290 \
    synth_flops 21 \
    io_pins 26 \
    period_used_share 0.704 \
    routabilityCongestion 0.918 \
    hold-path-cell-count 2 \
    final_area_um2 1340 \
    h-tree-depth 1 \
    cts_tree "yes" \
    min_period_ns 1.83 \
    lay_top_cells "21 x dfxtp_1, 19 x clkdlybuf4s50_1, 14 x nor2_1, 13 x nand2_1, 8 x a21oi_1" \
    r2r_slack_ns 0.77 \
    fp.dieH_um 111 \
    avgSynthCellArea_um2 8.56 \
    end_kind "register" \
    power_density_nw_per_um2 437 \
    postCtsSetupRepairBufs 0 \
    vdd_drop_max_mv 0.227 \
    track_usage 0.0384 \
    core_um2 8130 \
    die_w_um 111 \
    vias 879 \
    fp_util 0.124 \
    wl_met2_um 1120 \
    cap_violations 0 \
    crit_chain "ha_1, nand3_2, o211ai_2, nand2_1, a211oi_1" \
    overflow 0 \
    drt_pass1_iterations 4 \
    critPathSlowestCell "o211ai_2" \
    setup_viol 0 \
    rsz0062_at_grt "no" \
    dr.max_layer_used "met4" \
    synth_area_um2 1010 \
    worstMarginPinSlew_ns 0.536 \
    dp_hpwl_um 1880 \
    antennaDiodeCount 0 \
    drc 0 \
    grt_pass1_wl_um 4130 \
    worst-path-max-fanout 11 \
    final_core_util 0.164 \
    worst_slack_ns 0.770 \
    ys_seq_share 0.416 \
    pre_cts_slack_ns 0.536 \
    vias_per_cell 3.65 \
    start_kind "register" \
    relSlewSlack 0.642 \
    cts_inserted_buffers 3 \
    warnings 26 \
]
## flip-flops by register name, summed over array words and instances, names as in the netlist
register,count
done,1
donex,1
first_iteration,1
state,2
vga_plot,1
vga_x,8
vga_y,7
## metrics by stage
step,power [µW],hold slack (ns)
6_report,584,0.513
2_1_floorplan,355,0.413
3_3_place_gp,367,0.460
4_1_cts,584,0.505
3_5_place_dp,367,0.469
5_1_grt,611,0.551
## synthesized netlist by cell type
cell type	n	area [µm²]
nand2_1	13	48.8
buf_4	3	22.5
ha_1	3	37.5
o21ai_4	1	16.3
mux2i_1	3	30.0
o21ai_1	1	5.00
or3_1	1	6.26
a22oi_1	1	7.51
a211oi_1	1	7.51
a31oi_1	3	18.8
nand3_1	6	30.0
o211ai_2	1	12.5
o22ai_1	1	6.26
nor4_1	2	12.5
nor2_1	14	52.6
inv_1	6	22.5
buf_6	2	22.5
o211ai_1	3	22.5
and2_1	3	18.8
nor3_1	1	5.00
and4_1	1	8.76
o2111ai_1	2	17.5
nand3_2	1	10.0
o21a_1	1	7.51
dfxtp_1	21	420
or4_1	2	15.0
nor3b_1	1	7.51
a21oi_1	8	40.0
and3_1	2	12.5
nand4_1	1	6.26
clkbuf_1	1	3.75
xor2_1	4	35.0
o21ai_0	4	20.0
## cell families (layout without fill, tap and decap cells)
kind of cell	Yosys count	in the layout	share of synthesized area
AND/OR/NAND/NOR	48	48	0.232
AND-OR/OR-AND	27	27	0.180
flip-flops	21	21	0.416
buffers and inverters	12	30	0.0706
XOR/XNOR	4	4	0.0347
adder cells (fa/ha/maj)	3	3	0.0372
multiplexers	3	3	0.0297
## power breakdown
group          leakage [µW]  internal [µW]  switching (µW)
registers          0.000170            326            3.70
clock network     0.0000255            107             117
logic              0.000249           12.2            17.8
## final timing paths
kind / start / to
worst max register to register: vga_x[0] / vga_y[5]
worst min-delay path: done / done
worst min register to register: done / done
worst max-delay path: vga_x[0] / vga_y[5]
## cell type report
cell class / instances / area [µm²] / share of cell area
tap: 105 / 131 / 0.0983
clock buffer: 3 / 41.3 / 0.0309
clock inverter: 1 / 5.00 / 0.00375
timing repair buffer: 20 / 198 / 0.148
multi-input combinational: 85 / 518 / 0.388
sequential: 21 / 420 / 0.315
inverter: 6 / 22.5 / 0.0169
## critical path, delay by kind of cell (launching register included)
kind | cells | cell delay [ns]
flops | 1 | 0.39
fa+ha+maj | 1 | 0.24
compound gates | 2 | 0.76
simple gates | 2 | 0.37
## routing by layer
| layer | vias to the layer above | global-route usage |
|---|---|---|
| met5 | - | 0 |
| met4 | 0 | 0.0104 |
| met3 | 5 | 0.00547 |
| met2 | 18 | 0.0586 |
| met1 | 399 | 0.0548 |
| li1 | 457 | - |
Power figures rest on the tool's default switching activity, not on a simulated workload.
